[flow/config.mk]
export PLATFORM = sky130hd
export DESIGN_NAME = month_date
export DESIGN_NICKNAME = month_date
export VERILOG_FILES = /design/flow/design.v
export SDC_FILE = /design/flow/constraint.sdc
export NUM_CORES = 4
export LEC_CHECK = 1
export CORE_AREA = 10 10 83 83
export DIE_AREA = 0 0 93 93
[flow/constraint.sdc]
current_design month_date

set clk_period 3.7
set clk_io_pct 0.2

create_clock -name clk0 -period $clk_period [get_ports {clk_i}]

set non_clock_inputs [all_inputs -no_clocks]
set_input_delay [expr $clk_period * $clk_io_pct] -clock clk0 $non_clock_inputs
set_output_delay [expr $clk_period * $clk_io_pct] -clock clk0 [all_outputs]
[flow/design.v]
`timescale 1ns / 1ps
module month_date(
    clk_i,
	 rst_n,
	 en,
	 leap_en,
	 month1,
	 month0,
	 day1,
	 day0
	 );
input clk_i;
input rst_n;
input en;
input [1:0] leap_en;
output [3:0] month1;
output [3:0] month0;
output [3:0] day1;
output [3:0] day0;
reg [3:0] month1;
reg [3:0] month0;
reg [3:0] day1;
reg [3:0] day0;
reg [3:0] month1_tmp;
reg [3:0] month0_tmp;
reg [3:0] day1_tmp;
reg [3:0] day0_tmp;
always@(*)
begin
	if(en==1'b1)
	begin
		if(month1==4'd0 && month0==4'd2 && day1==4'd2 && day0==4'd8)
		begin
			case(leap_en)
			2'b00: 
			begin
				month1_tmp=month1;
				month0_tmp=month0;
				day1_tmp=day1;
				day0_tmp=4'd9;
			end
			default: 
			begin
				month1_tmp=4'd0;
				month0_tmp=4'd3;
				day1_tmp=4'd0;
				day0_tmp=4'd1;
			end
			endcase
		end
		else if(month1==4'd0 && month0==4'd2 && day1=='d2 && day0==4'd9)
		begin
			month1_tmp=4'd0;
			month0_tmp=4'd3;
			day1_tmp=4'd0;
			day0_tmp=4'd1;
		end
		else if(((month1==4'd0 && (month0==4'd1 || month0==4'd3 || month0==4'd5 || month0==4'd7 || month0==4'd8)) ||
					(month1==4'd1 && month0==4'd0)) && day1==4'd3 && day0==4'd1) 
		begin
			month1_tmp=month1;
			month0_tmp=month0+4'd1;
			day1_tmp=4'd0;
			day0_tmp=4'd1;
		end
		else if(((month1==4'd0 && (month0==4'd4 || month0==4'd6)) || (month1==4'd1 && month0==4'd1)) && day1==4'd3 && day0==4'd0) 
		begin
			month1_tmp=month1;
			month0_tmp=month0+4'd1;
			day1_tmp=4'd0;
			day0_tmp=4'd1;
		end
		else if(month1==4'd0 && month0==4'd9 && day1==4'd3 && day0==4'd0) 
		begin
			month1_tmp=month1+4'd1;
			month0_tmp=4'd0;
			day1_tmp=4'd0;
			day0_tmp=4'd1;
		end
		else if(month1==4'd1 && month0==4'd2 && day1==4'd3 && day0==4'd1) 
		begin
			month1_tmp=4'd0;
			month0_tmp=4'd1;
			day1_tmp=4'd0;
			day0_tmp=4'd1;
		end
		else if(day0==4'd9)
		begin
			month1_tmp=month1;
			month0_tmp=month0;
			day1_tmp=day1+4'd1;
			day0_tmp=4'd0;
		end
		else
		begin
			month1_tmp=month1;
			month0_tmp=month0;
			day1_tmp=day1;
			day0_tmp=day0+4'd1;
		end
	end
	else 
	begin
		month1_tmp=month1;
		month0_tmp=month0;
		day1_tmp=day1;
		day0_tmp=day0;
	end
end
always@(posedge clk_i or negedge rst_n)
begin
	if(~rst_n)
	begin
		month1<=4'd0;
		month0<=4'd1;
		day1<=4'd0;
		day0<=4'd1;
	end
	else
	begin
		month1<=month1_tmp;
		month0<=month0_tmp;
		day1<=day1_tmp;
		day0<=day0_tmp;
	end
end
endmodule
[flow/run.sh]
#!/bin/bash
# OpenROAD 26Q1-2900-gdf79404cd8, Yosys 0.63+post, stock flow scripts
make -C /OpenROAD-flow-scripts/flow DESIGN_CONFIG=/design/flow/config.mk WORK_HOME=/design/flow/orfs finish
==> impl_metrics.json <==
{
  "gp_congestion": 0.911,
  "grt_pass1_wl_um": 4830,
  "ctsResizeCount": 0,
  "place_worst_setup_slack_ns": 1.33,
  "drv_cap": 0,
  "regArea_um2": 403,
  "tool_warnings": 31,
  "wl_per_cell_um": 13.5,
  "drt_iter0_markers": 49,
  "cp.depth": 7,
  "num-fill-cells": 565,
  "synth-async-reset-ratio_pct": 100,
  "cp_max_fo": 8,
  "crit_family": "simple AND/OR/NAND/NOR gates",
  "cts_root_buffer": "clkbuf_8",
  "drive_above_1_share_pct": 15.8,
  "critPathRequiredTime_ns": 3.84,
  "powerDensity_nw_per_um2": 449,
  "yosysWarnings": 1,
  "fin_crit_ns": 2.47,
  "fp-utilization_pct": 22.1,
  "period_used_pct": 66.8,
  "ant_nets": 0,
  "viasPerCell": 4.70,
  "slew_headroom_pct": 46.9,
  "timing.fmax_mhz": 405,
  "worst_ep_arrival_time_ns": 2.62,
  "slowest_delay_ns": 0.54,
  "clk_latency_ns": 0.25,
  "num_rows": 26,
  "tritoncts": "yes",
  "syn_area_um2": 1140,
  "io_buffers": 20,
  "clock-sinks": 16,
  "rsz0062_at_grt": "false",
  "synth.yosys.seq_area_share_pct": 35.5,
  "finalSetupTns_ns": 0,
  "fin_ws_ns": 1.23,
  "syn_avg_cell_area_um2": 10.2,
  "num_antenna_cells": 0,
  "tightest_slew_ns": 0.789,
  "dr.pass1.iters": 4,
  "status": "completed",
  "crit_path_top_delay_cell": "o41ai_4",
  "yosys.cell_types.count": 50,
  "grt_pass1_vias": 943,
  "vias": 954,
  "cp-start-kind": "register",
  "antenna_found_initial": 0,
  "synth_chip_area_um2": 1140,
  "post-cts-setup-buffer-count": 0,
  "final_common_cell": "clkdlybuf4s50_1",
  "drc": 0,
  "grt_max_degree": 17,
  "crit_buf_inv": 1,
  "final_cell_mix": "clkdlybuf4s50_1, dfrtp_1, inv_1",
  "track_usage_pct": 6.75,
  "cts_buffers": 3,
  "maxSlewViolCount": 0,
  "min_path_type": "reg2reg",
  "die_width_um": 93,
  "vdd_drop_max_mv": 0.218,
  "hold_viol": 0,
  "htreeDepth": 1,
  "pin_count": 21,
  "yosysCellCount": 111,
  "clk_pin_slew_ns": 0.07,
  "worstPathCellList": "inv_1 -> ha_1 -> nor4b_2 -> nand4_1 -> o41ai_4 -> nor2_1 -> a31o_1",
  "core_um2": 5140,
  "p_leak_nw": 0.572,
  "chipArea_um2": 8650,
  "drt-total-wl_um": 2730,
  "finClkSkew_ns": 0.00228,
  "syn_inst": 111,
  "worstSetupPathType": "reg2reg",
  "ff_type": "dfrtp_1",
  "numSynthFlops": 16,
  "die_h_um": 93,
  "cts_hold_buf": 0,
  "worst_hold_path.num_cells": 0,
  "cp-end-kind": "register",
  "r2r_cells": 7,
  "clockBufferDepth": 2,
  "grt-ovfl-total": 0,
  "edf_count": 0,
  "p_total_mw": 0.660,
  "dpl.hpwl_um": 2120,
  "combGateArea_um2": 687,
  "synthToLayoutAreaGrowth_pct": 29.4,
  "setup_viol": 0
}
## layout make-up
type                            instances  share of cell area [%]
Clock buffer                            4                    3.74
Inverter                               10                    2.55
Multi-Input combinational cell         83                    46.7
Sequential cell                        16                    27.4
Tap cell                               70                    5.96
Timing Repair Buffer                   20                    13.6
## report_power, final
part           total (mW)  switching, mW  leakage [nW]  internal (mW)
Combinational       0.215         0.0826         0.357          0.132
Sequential          0.286         0.0685         0.186          0.218
Clock               0.159         0.0648        0.0288         0.0945
## Yosys cell counts (2+ instances only)
library cell / instances / area [um2]
dfrtp_1: 14 / 350
inv_1: 10 / 37.5
ha_1: 9 / 113
nand2_1: 9 / 33.8
nor2_1: 5 / 18.8
nand3_1: 4 / 20.0
o21ai_0: 4 / 20.0
nand4_1: 3 / 18.8
a21oi_1: 2 / 10.0
dfstp_2: 2 / 52.6
mux2i_1: 2 / 20.0
nand4b_1: 2 / 17.5
nor2b_1: 2 / 12.5
nor3_1: 2 / 10.0
nor4b_1: 2 / 17.5
o22a_1: 2 / 17.5
o2bb2ai_1: 2 / 17.5
or2_2: 2 / 12.5
xor2_1: 2 / 17.5
## sequential cells by signal, indices dropped and copies added, names as in the netlist
register	flops
month0	4
day0	4
day1	4
month1	4
## path summary, 6_finish.rpt
| kind | slack (ns) | from | endpoint |
|---|---|---|---|
| min | 0.48 | month1[3] | month1[3] |
| min in group asynchronous | 0.92 | rst_n | month1[3] |
| max reg2reg | 1.23 | month1[0] | month1[2] |
| max in group asynchronous | 2.32 | rst_n | day1[3] |
| min reg2reg | 0.48 | month1[3] | month1[3] |
| max | 1.23 | month1[0] | month1[2] |
## cell families after synthesis
logic type               count (synthesis)  share of synthesized area [%]
flip-flops                              16                           35.5
AND-OR/OR-AND                           26                           21.9
buffers and inverters                   12                           4.07
XOR/XNOR                                 3                           2.31
multiplexers                             4                           4.07
AND/OR/NAND/NOR                         41                           22.2
adder cells (fa/ha/maj)                  9                           9.91
## metrics by stage
step | hold slack [ns] | std cells | area, um2 | utilization [%]
after floorplan | 0.444 | 111 | 1140 | -
after global placement | 0.465 | 199 | 1420 | 27.5
after detailed placement | 0.461 | 199 | 1420 | 27.5
after CTS | 0.483 | 203 | 1470 | 28.6
after global routing | 0.514 | 203 | 1470 | 28.6
final | 0.478 | 203 | 1470 | 28.6
## per-layer routing
metal	wire (um)	vias up	part of all wire (%)	track usage [%]
met2	1160	21	43	9.70
met1	1320	471	48	9.59
met3	220	2	8.0	2.83
li1	-	460	-	-
met5	0	-	0	0
met4	26	0	0.95	0.643
Power and IR drop assume default switching activity.
